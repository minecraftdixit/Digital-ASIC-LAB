==> flow/design.v <==
`timescale 1ns / 1ps
module new (
  input enable,
  input [3:0] addr,
  input [31:0] Data_in,
  output [31:0] Data_out
);
  reg [31:0] mem [9:0];
  reg [31:0] Data_out_reg; 
  integer i;
  always @(*) begin
    if (enable) begin
      for (i = 0; i < 10; i = i + 1) begin
        if (i == addr)
          mem[i] <= Data_in;
      end
      Data_out_reg <= 32'b0;  
    end else begin
      Data_out_reg <= mem[addr];
    end
  end
assign Data_out =  Data_out_reg ;
endmodule
==> flow/run.sh <==
#!/bin/bash
# OpenROAD 26Q1-2900-gdf79404cd8, Yosys 0.63+post, stock flow scripts
make -C /OpenROAD-flow-scripts/flow DESIGN_CONFIG=/design/flow/config.mk WORK_HOME=/design/flow/orfs finish
==> flow/config.mk <==
export PLATFORM = sky130hd
export DESIGN_NAME = new
export DESIGN_NICKNAME = new
export VERILOG_FILES = /design/flow/design.v
export SDC_FILE = /design/flow/constraint.sdc
export NUM_CORES = 4
export LEC_CHECK = 1
export CORE_UTILIZATION = 30
==> flow/constraint.sdc <==
current_design new

set clk_period 11.1
set clk_io_pct 0.2

create_clock -name clk0 -period $clk_period

set non_clock_inputs [all_inputs -no_clocks]
set_input_delay [expr $clk_period * $clk_io_pct] -clock clk0 $non_clock_inputs
set_output_delay [expr $clk_period * $clk_io_pct] -clock clk0 [all_outputs]
==> node_exporter_impl.prom <==
# HELP chip_impl_metric Metrics from one implementation run
# TYPE chip_impl_metric gauge
chip_impl_metric{name="synth.mux.area_fraction",unit=""} 0.0459
chip_impl_metric{name="routed-via-count",unit=""} 6002
chip_impl_metric{name="number_of_unconstrained_endpoints",unit=""} 320
chip_impl_metric{name="cts_post_setup_buffers_inserted",unit=""} 0
chip_impl_metric{name="grt_antenna_before_repair",unit=""} 0
chip_impl_info{name="min_from",value="enable"} 1
chip_impl_metric{name="final_core_util",unit=""} 0.341
chip_impl_info{name="yosysTopAreaCell",value="dlxtn_1"} 1
chip_impl_metric{name="layout.filler_cells",unit=""} 2587
chip_impl_metric{name="core_region_area",unit="sq um"} 26100
chip_impl_metric{name="max_slew.worst_pin.slew",unit="ps"} 854
chip_impl_metric{name="number_of_antenna_diodes",unit=""} 0
chip_impl_metric{name="worst_ep_arrival",unit="ps"} 5690
chip_impl_metric{name="post_detailed_route_via_to_cell_ratio",unit=""} 5.10
chip_impl_metric{name="die.size.x",unit="um"} 165
chip_impl_metric{name="timing.hold.worst_path_depth",unit=""} 4
chip_impl_info{name="rsz0062_at_grt",value="false"} 1
chip_impl_metric{name="mappedNetlistArea",unit="sq um"} 7950
chip_impl_metric{name="post_synth_xor_area_fraction",unit=""} 0
chip_impl_metric{name="total_cell_area_reported_by_yosys_after_synthesis",unit="sq um"} 7950
chip_impl_metric{name="stage_log_warnings",unit=""} 32
chip_impl_metric{name="synth-adder-area-share",unit=""} 0
chip_impl_info{name="status",value="completed"} 1
chip_impl_metric{name="power_density",unit="nW/um^2"} 30.7
chip_impl_metric{name="std_cell_rows",unit=""} 59
chip_impl_metric{name="fp_util",unit=""} 0.305
chip_impl_metric{name="final.period_utilization",unit=""} 0.713
chip_impl_metric{name="final-max-slew-violation-count",unit=""} 0
chip_impl_metric{name="fmax",unit="MHz"} 126
chip_impl_metric{name="cts_resized",unit=""} 0
chip_impl_metric{name="firstDrtPassIters",unit=""} 5
chip_impl_metric{name="port_buffers",unit=""} 69
chip_impl_metric{name="gr-usage-all-layers",unit=""} 0.173
chip_impl_metric{name="and_or_or_and_cells_area_fraction",unit=""} 0.212
chip_impl_metric{name="period_needed",unit="ps"} 7910
chip_impl_metric{name="die_h",unit="um"} 165
chip_impl_metric{name="total_wire_length_after_detailed_routing",unit="um"} 22300
chip_impl_metric{name="place.gp.congestion",unit=""} 0.837
chip_impl_metric{name="relSlewSlack",unit=""} 0.429
chip_impl_info{name="synth_top_cell_by_count",value="dlxtn_1"} 1
chip_impl_metric{name="worst-endpoint-required",unit="ps"} 8880
chip_impl_info{name="yosys-top-cells-area",value="dlxtn_1 60%, a221oi_1 4.8%, a21oi_1 3.5%, nor2_1 2.6%, mux2_2 2.1%"} 1
chip_impl_metric{name="synth_cell_types",unit=""} 58
chip_impl_metric{name="synth.yosys.warnings",unit=""} 2
chip_impl_metric{name="fin_cells",unit=""} 1177
chip_impl_metric{name="post_synth_tally_of_flip_flops_with_integrated_enable",unit=""} 0
chip_impl_info{name="dominant_register_cell",value="dlxtn_1"} 1
chip_impl_metric{name="synth_async_sr_flop_share",unit=""} 0
chip_impl_metric{name="yosys_cells",unit=""} 806
chip_impl_metric{name="globalRoute.totalOverflow",unit=""} 0
chip_impl_info{name="timing.setup.critical_path_class",value="input pin to primary output"} 1
chip_impl_metric{name="dieArea",unit="sq um"} 27200
chip_impl_info{name="largest_register",value="mem"} 1
chip_impl_metric{name="syn_inst",unit=""} 806
chip_impl_metric{name="setup_tns",unit="ps"} 0
chip_impl_metric{name="setup_viol_count_final",unit=""} 0
chip_impl_info{name="regs_by_ff_count",value="mem: 320 flops"} 1
chip_impl_metric{name="first_global_vias",unit=""} 5722
chip_impl_metric{name="routed_wire_length_per_instance",unit="um"} 18.9
chip_impl_metric{name="max-vdd-ir-drop",unit="uV"} 21.8
chip_impl_metric{name="drc",unit=""} 0
chip_impl_info{name="worst_setup_path_end_kind",value="primary output"} 1
chip_impl_metric{name="synth.ff_latch_count",unit=""} 320
chip_impl_metric{name="unclocked_regs",unit=""} 320
chip_impl_metric{name="timing.max_cap.violations",unit=""} 0
chip_impl_metric{name="ratio_of_cells_with_drive_above_1_in_the_final_layout",unit=""} 0.0724
chip_impl_metric{name="synthDominantCellAreaShare",unit=""} 0.603
chip_impl_metric{name="detail_route.iter0.violations",unit=""} 377
chip_impl_metric{name="maximum_fanout_along_the_worst_path",unit=""} 46
chip_impl_metric{name="post-place-cells",unit=""} 1177
chip_impl_info{name="synthTopLogicFamily",value="AND-OR/OR-AND gates"} 1
chip_impl_metric{name="final-hold-violation-count",unit=""} 0
chip_impl_metric{name="dp.final_hpwl",unit="um"} 14500
chip_impl_metric{name="wire_length_of_the_first_global_routing_pass",unit="um"} 34700
chip_impl_info{name="holdCritPathClass",value="input pin to primary output"} 1
chip_impl_metric{name="syn_area_per_cell",unit="sq um"} 9.87
chip_impl_metric{name="total_leakage_power",unit="uW"} 0.00394
chip_impl_metric{name="synthSimpleGateAreaFrac",unit=""} 0.0903
chip_impl_metric{name="cts-hold-fix-buffers",unit=""} 0
chip_impl_metric{name="top_level_ports",unit=""} 69
chip_impl_info{name="synth.top_cells.by_count",value="320 x dlxtn_1, 56 x nor2_1, 55 x a21oi_1"} 1
chip_impl_metric{name="grt_start_max_net_pins",unit=""} 58
chip_impl_info{name="hold_path_endpoint",value="Data_out[0]"} 1
chip_impl_metric{name="largest_register_ff_count",unit=""} 320
chip_impl_metric{name="ant_nets",unit=""} 0
chip_impl_metric{name="area_growth_syn_to_layout",unit="%"} 11.7
chip_impl_info{name="worst_setup_path_start_kind",value="input pin"} 1
[per-stage QoR]
stage	total power (uW)	area (sq um)	setup WS (ps)	hold slack, ps
floorplan	194	7950	5450	4650
global placement	272	8890	3240	5450
detailed placement	273	8890	3250	5470
CTS	274	8890	3220	5470
global route	297	8890	2970	5520
finish	272	8890	3190	5470
[worst max-delay path, cell delays in order]
cell and delay (ps):
buf_2 480, buf_4 560, inv_2 410, nor2_2 780, a221oi_1 170, a21o_1 200
a311oi_1 300, clkdlybuf4s50_1 510
[per-layer routing]
metal / track usage / vias up / share of wire / routed length (um)
met5: 0 / - / 0 / 0
met4: 0.00542 / 0 / 0.0023 / 52
met3: 0.0356 / 5 / 0.078 / 1750
met2: 0.276 / 192 / 0.46 / 10200
met1: 0.260 / 2849 / 0.46 / 10300
li1: - / 2956 / - / -
[layout make-up]
cell class	count	area, sq um	share of cell area
Tap cell	335	419	0.0472
Inverter	10	37.5	0.00422
Sequential cell	320	4800	0.541
Multi-Input combinational cell	419	2780	0.313
Timing Repair Buffer	93	846	0.0952
[cell families after synthesis]
| family | count (synthesis) |
|---|---|
| AND/OR/NAND/NOR | 152 |
| buffers and inverters | 67 |
| multiplexers | 33 |
| AND-OR/OR-AND | 234 |
| latches | 320 |
[placed cells by master, fill, tap and decap left out, types with 4 or more instances in the layout]
cell type,count
a21o_1,10
nand2b_1,7
mux2_2,15
inv_1,8
dlxtn_1,320
o211ai_1,4
clkdlybuf4s50_1,64
nor3_1,13
buf_4,24
a311oi_1,6
o22ai_1,9
a22o_1,14
a22oi_1,10
o32ai_1,4
a222oi_1,6
buf_2,5
o221a_1,6
a221oi_1,44
nand3_1,15
o21ai_0,29
nor2_2,4
nor2b_1,9
mux2i_1,16
nand2_1,30
a21oi_1,55
o21a_1,14
a211oi_1,8
or3_1,5
nor2_1,56
[worst max-delay path by stage]
stage	from	end	slack [ps]	cells past startpoint
finish	addr[0]	Data_out[30]	3190	8
global route	addr[0]	Data_out[10]	2970	8
CTS	addr[0]	Data_out[30]	3220	8
[power breakdown]
part	internal (uW)	leakage, uW	switching (uW)	total [uW]
Sequential	82.2	0.00261	12.9	95.1
Clock	0	0	0	0
Combinational	76.4	0.00133	101	177
Total	159	0.00394	114	272
Power is estimated from default activity; no workload was simulated.
