`flow/design.v`:
```
`timescale 1ns / 1ps
module maxPooling(
    input clk,
	input [21:0] input1,
	input [21:0] input2,
	input [21:0] input3,
	input [21:0] input4,
	input enable,
    output reg signed [21:0] output1,
	output reg maxPoolingDone
    );
	reg [21:0] initialMax = 22'b1000000000000000000000;
	reg [21:0] tempOutput;
	always @ (posedge clk) begin
		if(enable) begin
			if($signed(initialMax) < $signed(input1)) begin
				if($signed(input2) < $signed(input1)) begin
					if($signed(input3) < $signed(input1)) begin
						if($signed(input4) < $signed(input1)) begin
							output1 <= input1;
							maxPoolingDone <= 1;
						end
						else begin
							output1 <= input4;
							maxPoolingDone <= 1;
						end
					end
					else begin
						if($signed(input3) < $signed(input4)) begin
							output1 <= input4;
							maxPoolingDone <= 1;
						end
						else begin
							output1 <= input3;
							maxPoolingDone <= 1;
						end
					end
				end
				else begin
					if($signed(input3) < $signed(input2)) begin
						if($signed(input4) < $signed(input2)) begin
							output1 <= input2;
							maxPoolingDone <= 1;
						end
						else begin
							output1 <= input4;
							maxPoolingDone <= 1;
						end
					end
					else begin
						if($signed(input3) < $signed(input4)) begin
							output1 <= input4;
							maxPoolingDone <= 1;
						end
						else begin
							output1 <= input3;
							maxPoolingDone <= 1;
						end
					end
				end
			end
			else begin
				output1 <= initialMax;
				maxPoolingDone <= 1;
			end
		end
		else begin
			output1 <= 0;
			maxPoolingDone <= 0;
		end
	end
endmodule
```
`flow/run.sh`:
```
#!/bin/bash
# OpenROAD 26Q1-2900-gdf79404cd8, Yosys 0.63+post, stock flow scripts
make -C /OpenROAD-flow-scripts/flow DESIGN_CONFIG=/design/flow/config.mk WORK_HOME=/design/flow/orfs finish
```
`flow/config.mk`:
```
export PLATFORM = sky130hd
export DESIGN_NAME = maxPooling
export DESIGN_NICKNAME = maxPooling
export VERILOG_FILES = /design/flow/design.v
export SDC_FILE = /design/flow/constraint.sdc
export NUM_CORES = 4
export LEC_CHECK = 1
export CORE_UTILIZATION = 30
```
`flow/constraint.sdc`:
```
current_design maxPooling

set clk_period 5.7
set clk_io_pct 0.2

create_clock -name clk0 -period $clk_period [get_ports {clk}]

set non_clock_inputs [all_inputs -no_clocks]
set_input_delay [expr $clk_period * $clk_io_pct] -clock clk0 $non_clock_inputs
set_output_delay [expr $clk_period * $clk_io_pct] -clock clk0 [all_outputs]
```
==> results.cfg <==
; synthesis and place-and-route metrics
[run_status]
status = complete, no violations

[power_and_ir_drop]
total_power_mw = 0.939
internal_power_mw = 0.556
seq_power_share = 0.217
power_per_cell_area_nw_per_um2 = 153
switching_share = 0.407
power.ir.vdd_worst_v = 0.000103
power_frac_clock = 0.181
p_leak_nw = 2.85
comb_power_share = 0.602
power.net_switching_mw = 0.383

[drt]
routed_wl_um = 15800
wl_per_cell_um = 17.1
drtAntennaViolNets = 0
antennaDiodeCount = 0
dr.max_layer_used = met4
dr_total_vias = 4746
wl_met2_um = 7400
drt_drc_violations_left = 0
routedLengthMet1_um = 7460
drt-vias-per-instance = 5.13
first_iter_violations = 362
met3_wirelength_um = 671
detailedRoute.firstPassIterationCount = 5

[synthesis]
edf_count = 0
yosys.stat.seqShare = 0.0980
yosys.area.top_type = sky130_fd_sc_hd__ha_1
yosys_cells = 611
yosysChipArea_um2 = 4700
async_reset_ff_frac = 0
average_cell_area_after_synthesis_um2 = 7.69
netlist_top_cells_area = sky130_fd_sc_hd__ha_1, sky130_fd_sc_hd__dfxtp_1, sky130_fd_sc_hd__a21oi_1
synthesis.yosys.warnings = 1
synth.ff_latch_count = 23
synthesized_instance_count = 611
area_share_top_type = 0.335
yosys.cell_types.count = 50
flop_cell = sky130_fd_sc_hd__dfxtp_1
synth_area_um2 = 4700

[critical_path]
critical_path.max_fanout = 20
cp-end-kind = register
worst-endpoint-arrival_ns = 4.56
critical_path.max_stage_delay_ns = 0.75
worstSetupStartpointType = input pin
worstPathBufferInverterCount = 2
critical_path_class = input pin to register
critical_path.cell_chain = clkdlybuf4s50_1 > inv_1 > ha_1 > nand4_1 > nor4_1 > nand2_1 > o21ai_2 > mux2i_1 > nor2_2 > or4_4 > o221ai_2
startpoint = input1[21]
cp_top_family = simple AND/OR/NAND/NOR gates
critPathRequiredTime_ns = 5.89
cp_slowest_cell = sky130_fd_sc_hd__or4_4

[die]
fp.dieArea_um2 = 16200
design.core.area_um2 = 15300
rows = 45
fp_util = 0.308
dieHeight_um = 127
die_width_um = 127
io_pins = 113

[timing]
timing.max_slew.rel_slack = 0.369
setup_viol = 0
setup_tns_ns = 0
achievable-frequency_mhz = 229
timing.final.crit_share = 0.767
timing.hold.ws_ns = 1.40
final_period_minus_worst_setup_slack_ns = 4.37
hold_violations = 0
grt_setup_unrepaired = no
drv_slew = 0
worst-slew-pin-transition_ns = 0.923

[global_route]
grt_resource_usage_total = 0.204
grt_pass1_wl_um = 25300
initial_antenna_violation_count = 0
grt_start_max_net_pins = 40
first_global_vias = 4555
total_congestion_overflow_after_global_routing = 0

[clock_tree]
cts_tree = yes
clk_transition_reported_paths_ns = 0.07
tritoncts.num_buffers = 3
clockRootBuffer = sky130_fd_sc_hd__clkbuf_16
max-clock-path-buffers = 2
post_cts_sizing_count = 0
post-cts-setup-buffers = 0
cts.sinks = 23
cts.htree.levels = 1
cts_hold_buf = 0

[worst_hold_path]
min-delay-start = enable
hold_path_class = input pin to register
holdPathEnd = maxPoolingDone$_DFF_P_
timing.hold.worst_path_depth = 1

[placed_design]
place.detailed.hpwl_um = 13200
place.gp.congestion = 0.932
dpl_cell_area_um2 = 6050
io_buffer_count = 112

[flow_run]
stage_log_warnings = 25
max_cap_viol_count = 0

[layout]
final_core_util = 0.401
synthToLayoutAreaGrowth_pct = 30.3
layout.cell_area.non_filler_um2 = 6130
share_of_cells_above_drive_strength_1 = 0.0518
==> cell usage in the layout, fill, tap and decap left out, types with 7 or more instances in the layout <==
master	instances
sky130_fd_sc_hd__o21ai_0	12
sky130_fd_sc_hd__clkdlybuf4s50_1	112
sky130_fd_sc_hd__o21ai_1	7
sky130_fd_sc_hd__nand4_1	18
sky130_fd_sc_hd__mux2i_1	23
sky130_fd_sc_hd__nand2_1	36
sky130_fd_sc_hd__nand3_1	32
sky130_fd_sc_hd__a21o_1	10
sky130_fd_sc_hd__nor2_1	59
sky130_fd_sc_hd__dfxtp_1	23
sky130_fd_sc_hd__inv_1	72
sky130_fd_sc_hd__ha_1	126
sky130_fd_sc_hd__a21oi_1	82
sky130_fd_sc_hd__o221ai_2	20
==> power groups by stage <==
stage | Combinational [mW] | Clock [mW] | Sequential [mW]
4_1_cts | 0.566 | 0.174 | 0.205
5_1_grt | 0.632 | 0.182 | 0.207
6_report | 0.565 | 0.170 | 0.204
==> metal layers <==
metal  GRT usage  vias up
met3      0.0119       17
li1            -     2470
met4      0.0357        0
met1       0.300     2131
met2       0.336      128
met5           0        -
==> area by class of cell <==
class | count | area, µm²
clock buffers | 3 | 75.1
clock inverters | 1 | 5.00
fillers | 1563 | 9130
inverters | 72 | 270
multi-input cells | 498 | 3890
flip-flops and latches | 23 | 460
well taps | 211 | 264
repair buffers | 117 | 1160
==> registers in the layout, summed over array words and instances, names as in the netlist <==
register	flops
maxPoolingDone	1
output1	22
==> cells in the mapped netlist (7+ instances only) <==
cell                       instances
sky130_fd_sc_hd__clkbuf_1         13
sky130_fd_sc_hd__o21ai_1           7
sky130_fd_sc_hd__nand2_1          36
sky130_fd_sc_hd__a21oi_1          82
sky130_fd_sc_hd__dfxtp_1          23
sky130_fd_sc_hd__nor2_1           59
sky130_fd_sc_hd__mux2i_1          23
sky130_fd_sc_hd__nand3_1          32
sky130_fd_sc_hd__a21o_1           10
sky130_fd_sc_hd__o221ai_2         20
sky130_fd_sc_hd__ha_1            126
sky130_fd_sc_hd__o21ai_0          12
sky130_fd_sc_hd__nand4_1          18
sky130_fd_sc_hd__inv_1            72
==> metrics by stage <==
stage / std cells / worst slack, ns
finish: 925 / 1.33
global route: 925 / 1.09
CTS: 925 / 1.37
detailed placement: 921 / 1.11
global placement: 921 / 1.14
floorplan: 611 / 2.14
==> cells by family (layout without fill, tap and decap cells) <==
logic type / Yosys count / count (layout) / synth area share
buffers and inverters: 90 / 193 / 0.0772
xor gates and xnor gates: 1 / 1 / 0.00186
adders and majority gates: 126 / 126 / 0.335
DFF: 23 / 23 / 0.0980
and+or+nand+nor: 175 / 175 / 0.177
muxes: 26 / 26 / 0.0562
AOI/OAI and AO/OA: 170 / 170 / 0.254
==> worst max-delay path by stage <==
stage                 cells after the start  slack, ns                      to
after CTS                                11       1.37  output1[18]$_SDFF_PN0_
final                                    11       1.33  output1[18]$_SDFF_PN0_
after global routing                     11       1.09   output1[7]$_SDFF_PN0_
Power figures rest on the tool's default switching activity, not on a simulated workload.
