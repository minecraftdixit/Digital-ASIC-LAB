## design/flow/run.sh

```bash
#!/bin/bash
# OpenROAD 26Q1-2900-gdf79404cd8, Yosys 0.63+post, stock flow scripts
make -C /OpenROAD-flow-scripts/flow DESIGN_CONFIG=/design/flow/config.mk WORK_HOME=/design/flow/orfs finish
```

## design/flow/config.mk

```make
export PLATFORM = sky130hd
export DESIGN_NAME = Matrix_operation
export DESIGN_NICKNAME = Matrix_operation
export VERILOG_FILES = /design/flow/design.v
export SDC_FILE = /design/flow/constraint.sdc
export NUM_CORES = 4
export LEC_CHECK = 1
export CORE_UTILIZATION = 30
```

## design/flow/constraint.sdc

```tcl
current_design Matrix_operation

set clk_period 32.2
set clk_io_pct 0.2

create_clock -name clk0 -period $clk_period

set non_clock_inputs [all_inputs -no_clocks]
set_input_delay [expr $clk_period * $clk_io_pct] -clock clk0 $non_clock_inputs
set_output_delay [expr $clk_period * $clk_io_pct] -clock clk0 [all_outputs]
```

## design/flow/design.v

```verilog
 `timescale 1ns / 1ps
module Matrix_operation #(parameter DATA_WIDTH = 192, parameter MATRIX_SIZE_A = 4, parameter MATRIX_SIZE_B = 3)(A, B, Result, Sum);
input [DATA_WIDTH-1:0] A;
input [DATA_WIDTH-1:0] B;
output [DATA_WIDTH-1:0] Result;
output reg [DATA_WIDTH-1:0] Sum;
reg [DATA_WIDTH-1:0] Result;
reg [15:0] A1[0:MATRIX_SIZE_A-1][0:MATRIX_SIZE_B-1];
reg [15:0] B1[0:MATRIX_SIZE_B-1][0:MATRIX_SIZE_A-1];
reg [12:0] Res1[0:MATRIX_SIZE_A-1][0:MATRIX_SIZE_A-1];
integer i, j, k;
always @ (A or B) begin
    {A1[0][0], A1[0][1], A1[0][2], A1[1][0], A1[1][1], A1[1][2], A1[2][0], A1[2][1], A1[2][2], A1[3][0], A1[3][1], A1[3][2]} = A;
    {B1[0][0], B1[0][1], B1[0][2], B1[0][3], B1[1][0], B1[1][1], B1[1][2], B1[1][3], B1[2][0], B1[2][1], B1[2][2], B1[2][3]} = B;
    {Res1[0][0], Res1[0][1], Res1[0][2],Res1[0][3], Res1[1][0], Res1[1][1], Res1[1][2], Res1[1][3],Res1[2][0], Res1[2][1], Res1[2][2],Res1[2][3], Res1[3][0], Res1[3][1], Res1[3][2],Res1[3][3]} = {DATA_WIDTH{1'b0}};
    for (i = 0; i < MATRIX_SIZE_A; i = i + 1) begin
        for (j = 0; j < MATRIX_SIZE_A; j = j + 1) begin
            for (k = 0; k < MATRIX_SIZE_B; k = k + 1) begin
                Res1[i][j] = Res1[i][j] + A1[i][k] * B1[k][j];
            end
        end
    end
Result = {Res1[0][0], Res1[0][1], Res1[0][2], Res1[0][3], Res1[1][0], Res1[1][1], Res1[1][2], Res1[1][3], Res1[2][0], Res1[2][1], Res1[2][2], Res1[2][3], Res1[3][0], Res1[3][1], Res1[3][2], Res1[3][3]};
Sum = Res1[0][0] + Res1[0][1] + Res1[0][2] + Res1[0][3] + Res1[1][0] + Res1[1][1] + Res1[1][2] + Res1[1][3] + Res1[2][0] + Res1[2][1] + Res1[2][2] + Res1[2][3] + Res1[3][0] + Res1[3][1] + Res1[3][2] + Res1[3][3];
end
endmodule
```

==> flow_summary_export.csv <==
group,metric,value,unit
outcome,status,"complete, no violations",
finish,flop_area,0,sq um
logic_synthesis,syn_inst,15872,
routing,drt-pass1-iter-count,6,
routing,drc,0,
die,initial_core_util,30.1,%
run,warning_count,105,
timing,fmax,38.1,MHz
logic_synthesis,ys_types,32,
finish,areaGrowthSynthToFinish,8.31,%
logic_synthesis,yosys_warnings,4,
logic_synthesis,ys_area,136000,sq um
setup_path,critPathKind,"in2out",
setup_path,crit_buf_inv,13,
timing,hold_viol,0,
cts,cts-resized-gates,0,
logic_synthesis,syn_avg_cell_area,8.58,sq um
logic_synthesis,yosys.area.top_type,"fa_1",
global_route,antenna_found_initial,162,
setup_path,critPathRequiredTime,25760,ps
timing,period_minus_slack,26280,ps
run,maxCapViolations,0,
global_route,grt_pass1_wl,817000,um
die,chipWidth,676,um
placement,place_area,147000,sq um
finish,num-clock-buffers,0,
placement,hpwl,454000,um
setup_path,critPathMostFrequentCell,"fa_1",
timing,slew_viol_final,0,
placement,portBuffers,522,
die,ios,768,
finish,fin_area,147000,sq um
routing,routed_via_density,4.65,
timing,rsz0062_at_grt,"false",
logic_synthesis,yosys.stat.seqShare,0,%
global_route,grt_max_degree,43,
routing,ant_nets,0,
routing,drt-total-wl,580000,um
finish,seq_cells,0,
global_route,first_global_vias,108138,
timing,fin_crit_sh,81.6,%
die,floorplan.rows,247,
global_route,track_usage,27.2,%
finish,drive_above_1_share,3.61,%
die,chipArea,456000,sq um
setup_path,worst_ep_arrival_time,19840,ps
global_route,overflow,0,
cts,cts_hold_buf,0,
die,fp.dieH,676,um
logic_synthesis,synth_top_area_share,44.0,%
timing,worst_pin_slew,1250,ps
logic_synthesis,area_leaders,"fa_1 (44%), ha_1 (15%), inv_1 (11%)",
cts,post-cts-setup-buffers,0,
timing,slew-limit-headroom,15.9,%
setup_path,cp_top_family,"adder cells",
placement,place.gp.congestion,1.01,
min_path,hp-class,"in2out",
logic_synthesis,common_cells,"inv_1 (4,132), fa_1 (2,994), nand2_1 (2,402), and2_1 (1,983), ha_1 (1,642)",
routing,vias,102579,
setup_path,critPathMaxStageDelay,990,ps
routing,routedWlPerCell,26.3,um
timing,finalSetupViolCount,0,
logic_synthesis,syn_area,136000,sq um
logic_synthesis,yosysMostFrequentCell,"inv_1",
die,coreArea,452000,sq um
logic_synthesis,yosysCellCount,15872,
setup_path,crit_path_end_kind,"primary output",
setup_path,crit_path_max_fanout,21,
setup_path,crit_slowest_cell,"xnor2_1",
finish,fillers,46994,
routing,first_iter_violations,6105,
timing,tns,0,ps
setup_path,start_kind,"primary input",
## cell type report
type	instances	area, sq um	area share, %
Antenna cell	126	315	0.214
Tap cell	5976	7480	5.07
Timing Repair Buffer	932	7580	5.14
Inverter	4132	15500	10.5
Multi-Input combinational cell	10891	117000	79.1
## kinds of logic (layout without fill, tap and decap cells)
| group | count (synthesis) | after routing | share of synthesized area (%) |
|---|---|---|---|
| buffers and inverters | 5154 | 5064 | 14.9 |
| adders and majority gates | 4636 | 4636 | 59.1 |
| and+or+nand+nor | 4447 | 4447 | 16.0 |
| xor gates and xnor gates | 1368 | 1368 | 8.81 |
| AOI/OAI and AO/OA | 266 | 266 | 1.18 |
| other | 1 | 300 | 0.00276 |
## worst min-delay path, cell delays in order
cell and delay (ps):
buf_4 150, and2_1 140, ha_1 330, clkdlybuf4s50_1 440
## metal layers
metal / vias up / routed length (um) / track usage [%]
li1: 44634 / - / -
met1: 49786 / 210000 / 32.7
met2: 6692 / 227000 / 36.0
met3: 1333 / 99000 / 19.0
met4: 134 / 41900 / 14.5
met5: - / 1910 / 2.95
## through the flow
step	setup WS, ps	instances	hold slack (ps)	util (%)
detailed placement	6290	21931	13980	32.5
floorplan	9210	16045	13300	-
CTS	6250	21931	13990	32.5
finish	5920	22057	13950	32.6
global placement	6240	21931	13990	32.5
global route	5520	21983	14030	32.6
## path summary, 6_finish.rpt
kind,from,endpoint,slack (ps),depth (start not counted)
setup / recovery,B[151],Sum[15],5920,41
hold / removal,B[144],Result[169],13950,4
## layout by cell type (no fill, tap or decap), types with 8 or more instances in the layout
master              n
inv_1            4132
nor3_1             15
and2_1           1983
nor2b_1            12
diode_2           126
buf_2             145
or3_1               8
nor2_1             11
buf_4             413
xnor2_1          1113
a21oi_1           130
clkdlybuf4s50_1   373
a21o_1             48
o21ai_0            26
fa_1             2994
ha_1             1642
xor2_1            249
nand2_1          2402
o21bai_1           56
conb_1            174
